==> ./design.v <==
module adder (dataa, datab, sum);
input [15:0] dataa, datab;
output [15:0] sum; 
assign sum = dataa + datab;
endmodule 
==> ./run.sh <==
#!/bin/bash
# OpenROAD 26Q1-2900-gdf79404cd8, Yosys 0.63+post, stock flow scripts
make -C /OpenROAD-flow-scripts/flow DESIGN_CONFIG=/design/flow/config.mk WORK_HOME=/design/flow/orfs finish
==> ./config.mk <==
export PLATFORM = sky130hd
export DESIGN_NAME = adder
export DESIGN_NICKNAME = adder
export VERILOG_FILES = /design/flow/design.v
export SDC_FILE = /design/flow/constraint.sdc
export NUM_CORES = 4
export LEC_CHECK = 1
export CORE_AREA = 10 10 70 70
export DIE_AREA = 0 0 80 80
==> ./constraint.sdc <==
current_design adder

set clk_period 7.9
set clk_io_pct 0.2

create_clock -name clk0 -period $clk_period

set non_clock_inputs [all_inputs -no_clocks]
set_input_delay [expr $clk_period * $clk_io_pct] -clock clk0 $non_clock_inputs
set_output_delay [expr $clk_period * $clk_io_pct] -clock clk0 [all_outputs]
==> out/metrics.cfg <==
[run_status]
run_status = finished, final reports clean

[yosys]
synth-area-yosys_um2 = 724
yosysTopAreaCell = ha_1
synth_cell_type_count = 27
postSynthAreaPerCell_um2 = 7.39
yosysSeqAreaShare_pct = 0
synthesis.yosys.warnings = 0
top_cell_area_share_pct = 25.9
post_synth_inst_count = 98
synthTopCellsByCount = 17 x a21oi_1, 15 x ha_1, 10 x xnor2_1
synth.cell_area_um2 = 724
netlist.top_cell.by_instances = a21oi_1
yosys-stat-cells = 98
top_area_cells_in_the_synthesized_netlist = ha_1 26%, xnor2_1 12%, a21oi_1 12%

[cts]
ctsHoldBuffers = 0
cts_repair_resize_count = 0
postCtsSetupRepairBufs = 0

[global_route]
grt_overflow = 0
grt_pass1_vias = 933
number_of_antenna_violations_at_the_first_check_in_global_routing = 0
grt_total_usage_pct = 7.54
grt_start_max_net_pins = 7
grt_pass1_wl_mm = 4.14

[critical_path]
timing.critical_path.max_delay_family = buffers and inverters
crit_arrival_ps = 4240
timing.setup.critical_path_class = input pin to output pin
kind_of_launch_point_of_the_worst_setup_path = input pin
slowest_cell_on_the_critical_path = clkdlybuf4s50_1
setup.worst_path.end_class = output pin
cp_cell_sequence = clkdlybuf4s50_1, ha_1, fa_1, a21o_2, a311oi_2, nor3_1, o41ai_2, xnor2_1, clkdlybuf4s50_1
timing.critical_path.mode_cell = clkdlybuf4s50_1
critical_path.max_fanout = 3
critical_path_buf_inv_count = 2
critical_path_required_ps = 6320
critical_path.max_stage_delay_ps = 490

[power_and_ir_drop]
cellLeakagePower_nw = 0.501
pwr_density_cell_nw_per_um2 = 84.1
power.ir.vdd_worst_v = 0.0000223
finalPower_uw = 106

[layout]
num-clock-buffers = 0
layout.sequential_cells = 0
areaGrowthSynthToFinish_pct = 74.3
share_of_final_layout_standard_cells_stronger_than_drive_strength_1_pct = 2.74
ff_latch_area_um2 = 0

[timing]
max_slew_margin_pct = 71.7
final_max_slew_viol_count = 0
fmaxAchievable_ghz = 0.172
timing_hold_violations_final = 0
min_period_over_period_pct = 73.7
timing.final.setup_violations = 0
layout_setup_ws_ps = 2080
worst-slew-pin-transition_ps = 420
finalSetupTns_ps = 0
grt_setup_unrepaired = no
fin_crit_ps = 5820

[flow_run]
tool_warnings = 32
max_cap_viol_count = 0

[worst_hold_path]
timing.hold.worst_path_depth = 3
holdCritStartpoint = datab[0]
hold_class = input pin to output pin
holdPathEnd = sum[0]

[route]
final_antenna_net_count = 0
drtIter0Drc = 30
routed_wl_mm = 2.41
drt_drc_violations_left = 0
detail_route.wl_per_cell_um = 12.5
number_of_vias_per_cell_after_detailed_routing = 4.60
overall_via_count_from_detail_route = 883
dr.pass1.iters = 6
route.antenna.diode_count = 0

[floorplanning]
fp.coreArea_um2 = 3420
die_width_um = 80
std_cell_rows = 21
design.portCount = 48
initial_utilization_pct = 21.2
fp.dieH_um = 80
design.die.area_um2 = 6400

[placement]
gp_congestion = 0.850
dpl.hpwl_mm = 2.21
post-place-ws_ps = 2050
number_of_buffer_cells_added_on_primary_ports = 48

-- through the flow --
step / instances / area (um2) / util [%] / hold slack (ps)
global route: 192 / 1260 / 37.0 / 4250
floorplan: 98 / 724 / - / 3230
detailed placement: 192 / 1260 / 37.0 / 4190
global placement: 192 / 1260 / 37.0 / 4200
finish: 192 / 1260 / 37.0 / 4190
CTS: 192 / 1260 / 37.0 / 4200
-- worst max path at each step --
stage,end,from,slack (ps),cells after the start
after global routing,sum[10],dataa[0],1890,9
final,sum[12],dataa[0],2080,9
after CTS,sum[14],dataa[0],2050,9
-- logic make-up after synthesis --
group | after synthesis | share of synthesized area (%)
mux | 1 | 1.38
fa+ha+maj | 16 | 28.7
xor+xnor | 15 | 18.1
compound gates | 40 | 35.2
simple gates | 23 | 15.0
buf+inv | 3 | 1.55
-- layer usage --
layer,wire length [um],track usage [%],vias to the layer above
met4,0,0,0
met3,182,1.48,0
li1,-,-,468
met2,1070,12.4,29
met5,0,0,-
met1,1150,10.5,386
-- report_power, final --
| part | total [mW] | switching (mW) | internal (mW) | leakage (nW) |
|---|---|---|---|---|
| Clock | 0 | 0 | 0 | 0 |
| Sequential | 0 | 0 | 0 | 0 |
| Combinational | 0.106 | 0.0388 | 0.0675 | 0.501 |
-- area by class of cell --
type                       count  area, um2
multi-input combinational     95        713
tap                           46       57.6
inverter                       3       11.3
timing repair buffer          48        480
fill                         356       2150
-- placed cells by master (no fill, tap or decap), types with 3 or more instances in the layout --
cell type        count
clkdlybuf4s50_1     48
a21oi_1             17
ha_1                15
xnor2_1             10
nand2_1              9
o21ai_0              8
xor2_1               5
nand3_1              4
inv_1                3
nor3_1               3
o211ai_1             3
Power figures rest on the tool's default switching activity, not on a simulated workload.
