==> flow/design.v <==
module shifter( inp, shift_cntrl, shift_out);
input [7:0] inp;
input [2:0] shift_cntrl;
output reg[31:0] shift_out;
always@(inp, shift_cntrl)
begin
	if(shift_cntrl == 3'b00)
		shift_out  = (inp);
	else if (shift_cntrl == 3'b001)
		shift_out  = (inp << 4);
	else if (shift_cntrl == 3'b010)
		shift_out  = (inp << 8);
	else if (shift_cntrl == 3'b011)
		shift_out  = (inp << 12);
	else if (shift_cntrl == 3'b100)
		shift_out  = (inp << 16);
	else if (shift_cntrl == 3'b101)
		shift_out  = (inp << 20);
	else if (shift_cntrl == 3'b110)
		shift_out  = (inp << 24);
	else
		shift_out = 32'hXXXX_XXXX;
end
endmodule 
==> flow/run.sh <==
#!/bin/bash
# OpenROAD 26Q1-2900-gdf79404cd8, Yosys 0.63+post, stock flow scripts
make -C /OpenROAD-flow-scripts/flow DESIGN_CONFIG=/design/flow/config.mk WORK_HOME=/design/flow/orfs finish
==> flow/config.mk <==
export PLATFORM = sky130hd
export DESIGN_NAME = shifter
export DESIGN_NICKNAME = shifter
export VERILOG_FILES = /design/flow/design.v
export SDC_FILE = /design/flow/constraint.sdc
export NUM_CORES = 4
export LEC_CHECK = 1
export CORE_AREA = 10 10 70 70
export DIE_AREA = 0 0 80 80
==> flow/constraint.sdc <==
current_design shifter

set clk_period 1.5
set clk_io_pct 0.2

create_clock -name clk0 -period $clk_period

set non_clock_inputs [all_inputs -no_clocks]
set_input_delay [expr $clk_period * $clk_io_pct] -clock clk0 $non_clock_inputs
set_output_delay [expr $clk_period * $clk_io_pct] -clock clk0 [all_outputs]
==> flow_metrics.py <==
# Physical implementation metrics
metrics = {
    "route": {
        "insertedDiodeCount": 0,
        "totalWireLength_um": 2280,
        "post-route-drc-count": 0,
        "initialDrtViolationCount": 6,
        "routed-via-count": 688,
        "drt-vias-per-instance": 3.98,
        "routed_wire_length_per_instance_um": 13.2,
        "ant_nets": 0,
        "number_of_search_and_repair_iterations_in_the_first_detailed_routing_pass": 2,
    },
    "logic_synthesis": {
        "synthSimpleGateAreaFrac_pct": 56.5,
        "synth-area-yosys_um2": 388,
        "mappedNetlistArea_um2": 388,
        "adder_share_pct": 0,
        "topCombFamilyByArea": "simple AND/OR/NAND/NOR gates",
        "aoi_share_pct": 22.3,
        "synth-cells-yosys": 60,
        "syn_inst": 60,
        "yosys.stat.seqShare_pct": 0,
        "synthXorXnorAreaFrac_pct": 0,
        "synthesis.yosys.warnings": 1,
        "avg_synthesized_cell_area_um2": 6.46,
        "netlist-cell-type-count": 18,
        "synth.area.mux_share_pct": 10.3,
    },
    "finish": {
        "post_layout_inst_area_um2": 1140,
        "share_of_final_layout_standard_cells_stronger_than_drive_strength_1_pct": 46.5,
        "area.growth.synth_to_final_pct": 194,
        "fin_cells": 173,
        "seq_area_um2": 0,
        "n_clock_buffer": 0,
        "seq_cells": 0,
        "final_util_pct": 33.4,
    },
    "run": {
        "log.warning_count": 33,
        "max-cap-violations": 0,
    },
    "setup_path": {
        "cp_data_required_time_ps": 1200,
        "critPathLaunchType": "input port",
        "worst-path-max-fanout": 7,
        "critPathCaptureType": "output pin",
        "cp.arrival_ps": 1160,
        "setup.worst_path.class": "in -> out",
    },
    "sta": {
        "fin_crit_sh_pct": 97.0,
        "rsz_0062_raised_after_global_routing": "no",
        "timing_max_transition_violations_final": 0,
        "fmax_mhz": 687,
        "timing.final.hold_violations": 0,
        "max-slew-margin-rel_pct": 86.1,
        "finalWorstPathRequiredPeriod_ps": 1460,
        "final-setup-viol-count": 0,
        "timing_worst_slew_pin_value_ps": 205,
        "tightest_hold_margin_ps": 1000,
    },
    "floorplan": {
        "floorplan.core_area_um2": 3420,
        "pin_count": 43,
        "fp.dieH_um": 80,
        "floorplan.initialDensity_pct": 11.4,
        "fp.dieArea_um2": 6400,
        "num_rows": 21,
        "die_width_um": 80,
    },
    "placed_design": {
        "place_hpwl_um": 1850,
        "place.detailed.instances": 164,
        "place_area_um2": 991,
        "gp_congestion": 0.754,
        "port_buffers": 43,
    },
    "clock_tree": {
        "cts_hold_buf": 0,
    },
    "global_routing": {
        "first_global_vias": 681,
        "antenna_found_initial": 0,
        "grt_max_degree": 8,
        "globalRouteOverflowTotal": 0,
        "grt_util_all_layers_pct": 6.68,
        "grt_pass1_wl_um": 3570,
    },
    "power_and_ir_drop": {
        "areal_power_density_over_the_cells_nw_per_um2": 228,
        "static-leakage-power_nw": 0.604,
        "fin_total_pwr_w": 0.000261,
        "vdd_ir_drop_max_uv": 48.5,
    },
    "status": {
        "run_status": "complete, no violations",
    },
    "hold_path": {
        "instance_count_along_the_most_critical_hold_path": 4,
        "hold_path_class": "in -> out",
    },
}
-- cell type report --
| cell class | instances | area, um2 |
|---|---|---|
| Fill cell | 363 | 2270 |
| Multi-Input combinational cell | 54 | 455 |
| Tap cell | 46 | 57.6 |
| Timing Repair Buffer | 73 | 628 |
-- path summary, 6_finish.rpt --
kind / end / slack, ps / from
worst max-delay path: shift_out[18] / 40 / shift_cntrl[0]
worst min-delay path: shift_out[23] / 1000 / inp[7]
-- worst max-delay path, cell delays in order --
cell and delay, ps:
sky130_fd_sc_hd__buf_8 110, sky130_fd_sc_hd__and3b_2 240, sky130_fd_sc_hd__a2bb2o_2 260, sky130_fd_sc_hd__dlygate4sd2_1 240
-- metrics by stage --
stage                     setup TNS, ps  setup WS, ps
final                                 0          44.4
after global placement           -20740          -820
after CTS                         -96.8         -96.8
after detailed placement         -20740          -806
after global routing                  0          6.34
after floorplan                       0           360
-- repair_timing --
action                                  CTS  global route
endpoints found under the setup margin   32            12
gates resized                            97            17
setup buffers                            11             0
pin swaps                                20             3
-- power breakdown --
group | switching [W] | internal, W | total (W)
clock | 0 | 0 | 0
sequential | 0 | 0 | 0
combinational | 0.0000997 | 0.000161 | 0.000261
-- synthesized netlist by cell type --
library cell | count | area [um2]
sky130_fd_sc_hd__a21boi_0 | 1 | 7.51
sky130_fd_sc_hd__a21boi_1 | 3 | 22.5
sky130_fd_sc_hd__a21oi_1 | 4 | 20.0
sky130_fd_sc_hd__a22o_1 | 3 | 26.3
sky130_fd_sc_hd__a2bb2o_1 | 1 | 10.0
sky130_fd_sc_hd__and2_1 | 3 | 18.8
sky130_fd_sc_hd__and3_1 | 4 | 25.0
sky130_fd_sc_hd__and3b_1 | 1 | 8.76
sky130_fd_sc_hd__buf_2 | 4 | 20.0
sky130_fd_sc_hd__buf_6 | 2 | 22.5
sky130_fd_sc_hd__mux2i_1 | 4 | 40.0
sky130_fd_sc_hd__nand2_1 | 4 | 15.0
sky130_fd_sc_hd__nand2b_1 | 3 | 18.8
sky130_fd_sc_hd__nand3b_1 | 8 | 60.1
sky130_fd_sc_hd__nor2_1 | 8 | 30.0
sky130_fd_sc_hd__nor3_1 | 5 | 25.0
sky130_fd_sc_hd__nor3_2 | 1 | 10.0
sky130_fd_sc_hd__nor3b_1 | 1 | 7.51
-- layout by cell type, fill, tap and decap left out, drive strengths merged, types with 6 or more instances in the layout --
master / count
buf: 35
dlygate4sd2: 23
nand3b: 8
nor2: 8
clkbuf: 6
clkdlybuf4s15: 6
nor3: 6
-- cell families (layout without fill, tap and decap cells) --
group | Yosys count | after routing
buf+inv | 6 | 73
mux | 4 | 4
compound gates | 12 | 12
simple gates | 38 | 38
-- metal layers --
metal  routed length, um  track usage, %  up-vias
met4                   0               0        0
met1                 955            8.20      309
met2                1050            11.2       24
met5                   0               0        -
li1                    -               -      355
met3                 280            2.84        0
No activity file was given, so power comes from the tool's default toggle rates.
