`/design/flow/run.sh`:
```
#!/bin/bash
# OpenROAD 26Q1-2900-gdf79404cd8, Yosys 0.63+post, stock flow scripts
make -C /OpenROAD-flow-scripts/flow DESIGN_CONFIG=/design/flow/config.mk WORK_HOME=/design/flow/orfs finish
```
`/design/flow/config.mk`:
```
export PLATFORM = sky130hd
export DESIGN_NAME = i2c
export DESIGN_NICKNAME = i2c
export VERILOG_FILES = /design/flow/design.v
export SDC_FILE = /design/flow/constraint.sdc
export NUM_CORES = 4
export LEC_CHECK = 1
export CORE_AREA = 10 10 106 106
export DIE_AREA = 0 0 116 116
```
`/design/flow/constraint.sdc`:
```
current_design i2c

set clk_period 2.6
set clk_io_pct 0.2

create_clock -name clk0 -period $clk_period [get_ports {clk}]

set non_clock_inputs [all_inputs -no_clocks]
set_input_delay [expr $clk_period * $clk_io_pct] -clock clk0 $non_clock_inputs
set_output_delay [expr $clk_period * $clk_io_pct] -clock clk0 [all_outputs]
```
`/design/flow/design.v`:
```
module i2c(clk, reset, master_start, addr_in, data_in, read_write_bit, sda_in, sda, scl, data_read, reading);
	input 		clk;  	       
	input 		reset;
	input 		master_start;   
	input [6:0] addr_in;        
	input [7:0] data_in; 	    
	input 		read_write_bit; 
	input 		sda_in;
	output reg	 sda;  
	output wire  scl; 			   
	output reg 	 [7:0]data_read;
	output reg	 reading;
	reg [3:0] next_state;
	reg [3:0] count;  
	reg enable_scl;
	reg [6:0] addr;
	reg [7:0] data; 	
	reg 		rwbit;
	parameter idle 	  		= 4'b0000,  
				 start 	  		= 4'b0001,  
				 slave_address = 4'b0010,  
				 w_ack			= 4'b0011,  
				 w_ack2			= 4'b0100,  
				 write_data		= 4'b0101,  
				 read_data	  	= 4'b0110,  
				 stop 	  		= 4'b0111;  
	assign scl = (enable_scl==0) ? 1 : ~clk;
always  @ (negedge clk) begin
	if (reset==1) begin
		enable_scl<=0;
	end	
	else begin
		if((next_state == idle)||(next_state == start)||(next_state == stop)) begin 
			enable_scl<=0;
		end
		else begin
			enable_scl<=1;
		end
	end
end				 
always @ (posedge clk) begin
	if(reset==1) begin
		next_state	<= idle;
		sda		 	<= 1'b1;
		count 	 	<= 4'b0;
		reading 	 	<= 1'b0;
		data_read 	<= 8'hz;
		end
	else begin
		case (next_state)
			idle:begin  
				sda<=1;
				if(master_start==1) begin
					next_state <= start;
					addr <= addr_in;
					data <= data_in;
					rwbit <= read_write_bit;
					end
				else begin
					next_state <= idle;
				end
			end
			start:begin  
				sda<=0;
				next_state<= slave_address;
				count <= 4'b0110;  
			end
			slave_address: begin  
				sda<=addr[count];
				if(count==0) 
					next_state <= w_ack;
				else
					count <= (count-1);
			end
			w_ack: begin  
				sda<=1;
				count<=4'b0111;
				 if(rwbit==0) begin
					next_state<=write_data;
				 end
				 else if (rwbit==1) begin
					reading = 1'b1;
					next_state<=read_data;	
				 end 
			end
			w_ack2: begin 		 
				next_state<=stop;
			end
			write_data: begin  
				sda<=data[count];
				if (count==0)  
					next_state<=w_ack2;
				else 
					count <= (count-1);
			end
			read_data: begin	 
				if (count==0) begin  
					data_read <= {data[6:0], sda_in};
					next_state<=w_ack2;
				end
				else begin
					data[7:0] <= {data[6:0],sda_in};
					count <= (count-1);
				end
			end
			stop: begin		   
				sda<=1;
				next_state<=idle;
			end 
		endcase
	end 
end
endmodule
```
==> GITHUB_STEP_SUMMARY <==
## PnR job results

| Metric | Value |
|---|---|
| Outcome | `complete, but fails checks` |
| Failing checks | `setup timing` |
| Antenna-violating nets left | `0` |
| Crit path kind | `reg2out` |
| FP Util | `0.179` |
| OpenROAD warnings | `30` |
| Largest net degree at the start of global routing | `16` |
| Synth area leaders | `edfxtp_1 46%, dfxtp_1 19%, mux2_2 6.4%, nor2_1 4.3%, mux4_1 3.3%` |
| Crit path DRT | `2080 ps` |
| DP Area | `2010 sq um` |
| N_diodes | `0` |
| TritonRoute pass-1 iters | `4` |
| Die W | `116 um` |
| Initial antenna violation count | `0` |
| Setup-failing EPs final | `2` |
| WL final | `3360 um` |
| Post-layout power | `0.00155 W` |
| Port bufs | `30` |
| Die area | `13500 sq um` |
| Worst min-delay path category | `reg2reg` |
| Distinct lib cells | `33` |
| Worst EP arrival | `2210 ps` |
| Vias post-DR | `1054` |
| Async SR Flop Fraction | `0` |
| RePlAce Congestion | `0.801` |
| Hold Fails Final Rpt | `0` |
| FILL cells | `914` |
| Slew margin rel. | `0.575` |
| Layout Utilization | `0.246` |
| Total GRT Usage | `0.0527` |
| Logic area | `513 sq um` |
| Clock Latency Late Sink | `460 ps` |
| Setup Fix Bufs, Post-CTS | `0` |
| CP Launch Type | `register` |
| Area grow syn2layout | `37.6%` |
| Synth warn | `2` |
| Sequential element share of the synthesized area | `0.646` |
| Ports | `31` |
| Max-slew violation count | `0` |
| Synth Instances | `119` |
| Hold depth | `1` |
| Vias per std cell | `3.96` |
| Placed insts | `255` |
| DRC viols | `0` |
| Lkg Pwr | `0.767 nW` |
| Setup TNS Final | `-128 ps` |
| Largest type area fraction | `0.456` |
| Global route overflow | `0` |
| DR top layer | `met4` |
| Final Instance Area | `2180 sq um` |
| Fraction of layout cells with a size suffix above 1 | `0.171` |
| Sequential cell area | `1020 sq um` |
| Worst R2R Path Depth | `6` |
| Average wire per standard cell | `12.6 um` |
| Clock Pin Slew Worst Setup and Hold Paths | `80 ps` |
| Maximum VDD drop | `568 uV` |
| Die Ht | `116 um` |
| Ys cells | `119` |
| RSZ-0062 raised after global routing | `yes` |
| #FFs+latches synth | `39` |
| Initial DRC Count | `56` |
| Num rows | `34` |
| # Max-Cap Violations | `0` |
| Ys flop type | `edfxtp_1` |
| Yosys chip area | `1580 sq um` |
| Top-count cell post-synth | `edfxtp_1` |
| Worst Clk Skew | `69.2 ps` |
| Top cells by count | `24 x edfxtp_1, 18 x nor2_1, 15 x dfxtp_1` |
| Wire length on met3 | `224 um` |
| Non-filler cells in the finished layout | `266` |
| DP Wirelength | `2490 um` |
| Core Region | `8850 sq um` |
| TritonCTS clock tree | `done` |
| M1 WL | `1530 um` |
| Final WS setup | `-128 ps` |
| Syn Std Cell Area | `1580 sq um` |
| First-pass GRT wire length | `5630 um` |
| Met2 routed WL | `1530 um` |
| Crit-path max FO | `1` |
| Post-synth EDFFs | `24` |
| Least-Margin Pin Slew | `636 ps` |
| Crit path capture type | `output pin` |
| Vias in the first global route | `1143` |
| Post-synth top area cell | `edfxtp_1` |
| Avg Cell Area, Syn | `13.3 sq um` |
| Pwr Density | `714 nW/um^2` |
[metal layers]
metal  global-route usage  vias up
met5                    0        -
met4               0.0158        0
met3               0.0230        6
met2               0.0781       36
met1               0.0691      499
li1                     -      513
[layout make-up]
class | count | share of cell area
Clock buffer | 10 | 0.0644
Clock inverter | 3 | 0.0173
Inverter | 4 | 0.00690
Multi-Input combinational cell | 70 | 0.236
Sequential cell | 39 | 0.470
Tap cell | 108 | 0.0621
Timing Repair Buffer | 32 | 0.144
[through the flow]
step / setup WS [ps] / hold WS [ps]
after detailed placement: 8.36 / 429
after global routing: -187 / 471
after global placement: 24.7 / 423
after floorplan: 473 / 413
after CTS: -146 / 455
final: -128 / 445
[final timing paths]
kind                                    start            end  slack (ps)
worst min register to register  next_state[1]  next_state[7]         450
worst max register to register       count[0]        data[6]         600
worst min-delay path            next_state[1]  next_state[7]         450
worst max-delay path               enable_scl            scl        -130
[state kept, by name, summed over array words and instances, names as in the netlist]
register / flops
data: 8
data_read: 8
next_state: 8
addr: 7
count: 4
enable_scl: 1
reading: 1
rwbit: 1
sda: 1
[placed cells by master, fill, tap and decap left out, types with 2 or more instances in the layout]
master           count
a211oi_1             2
a21oi_1              6
a31oi_1              3
buf_4                3
clkbuf_8             8
clkdlybuf4s50_1     29
dfxtp_1             14
edfxtp_1            24
ha_1                 2
inv_1                5
mux2_2               9
mux4_1               2
nand2_1              4
nor2_1              18
nor2b_1              2
nor3_1               2
nor3b_1              2
o21ai_0              3
[worst max-delay path: stages, from the launching register on]
cell and delay (ps):
dfxtp_2 310, nand2_1 40, buf_2 100
[repair_timing]
item	in CTS	in global routing
gates resized	4	0
hold buffers	0	0
setup endpoints to repair	2	2
hold endpoints to repair	0	0
[cell families after synthesis]
logic type               share of synthesized area
multiplexers                                 0.118
XOR/XNOR                                   0.00554
AND/OR/NAND/NOR                              0.116
flip-flops                                   0.646
AND-OR/OR-AND                               0.0696
adder cells (fa/ha/maj)                     0.0158
buffers and inverters                       0.0301
[report_power, final]
group | switching [W] | internal, W | leakage (nW)
Clock | 0.000231 | 0.000443 | 0.0967
Sequential | 0.0000286 | 0.000690 | 0.349
Combinational | 0.0000704 | 0.0000895 | 0.321
Power and IR drop assume default switching activity.
